### run.sh
#!/bin/bash
# OpenROAD 26Q1-2900-gdf79404cd8, Yosys 0.63+post, stock flow scripts
make -C /OpenROAD-flow-scripts/flow DESIGN_CONFIG=/design/flow/config.mk WORK_HOME=/design/flow/orfs finish
### config.mk
export PLATFORM = sky130hd
export DESIGN_NAME = S00_AXIL_Itf
export DESIGN_NICKNAME = S00_AXIL_Itf
export VERILOG_FILES = /design/flow/design.v
export SDC_FILE = /design/flow/constraint.sdc
export NUM_CORES = 4
export LEC_CHECK = 1
export CORE_AREA = 10 10 115 115
export DIE_AREA = 0 0 125 125
### constraint.sdc
current_design S00_AXIL_Itf

set clk_period 2.6
set clk_io_pct 0.2

create_clock -name clk0 -period $clk_period [get_ports {S_AXI_ACLK}]

set non_clock_inputs [all_inputs -no_clocks]
set_input_delay [expr $clk_period * $clk_io_pct] -clock clk0 $non_clock_inputs
set_output_delay [expr $clk_period * $clk_io_pct] -clock clk0 [all_outputs]
### design.v
module S00_AXIL_Itf (
    input wire S_AXI_ACLK,            
    input wire S_AXI_ARESETN,         
    input wire [15:0] S_AXI_AWADDR,   
    input wire [2:0] S_AXI_AWPROT,    
    input wire S_AXI_AWVALID,         
    output reg S_AXI_AWREADY,         
    input wire [31:0] S_AXI_WDATA,    
    input wire [3:0] S_AXI_WSTRB,     
    input wire S_AXI_WVALID,          
    output reg S_AXI_WREADY,          
    output reg [1:0] S_AXI_BRESP,    
    output reg S_AXI_BVALID,          
    input wire S_AXI_BREADY,          
    input wire [15:0] S_AXI_ARADDR,   
    input wire [2:0] S_AXI_ARPROT,    
    input wire S_AXI_ARVALID,         
    output reg S_AXI_ARREADY,         
    output reg [31:0] S_AXI_RDATA,    
    output reg [1:0] S_AXI_RRESP,     
    output reg S_AXI_RVALID,          
    input wire S_AXI_RREADY,          
    output reg reg_wr,                
    output reg [15:0] reg_waddr,      
    output reg [31:0] reg_wdata,      
    output reg reg_rd,                
    output reg [15:0] reg_raddr,      
    input wire [31:0] reg_rdata       
);
reg [15:0] axi_awaddr;   
reg axi_awready;          
reg axi_wready;           
reg [1:0] axi_bresp;      
reg axi_bvalid;           
reg [15:0] axi_araddr;    
reg axi_arready;          
reg [31:0] axi_rdata;     
reg [1:0] axi_rresp;      
reg axi_rvalid;           
reg slv_reg_wren;         
reg slv_reg_rden;         
assign S_AXI_AWREADY = axi_awready;
assign S_AXI_WREADY = axi_wready;
assign S_AXI_BRESP = axi_bresp;
assign S_AXI_BVALID = axi_bvalid;
assign S_AXI_ARREADY = axi_arready;
assign S_AXI_RDATA = axi_rdata;
assign S_AXI_RRESP = axi_rresp;
assign S_AXI_RVALID = axi_rvalid;
always @(posedge S_AXI_ACLK) begin
    if (!S_AXI_ARESETN) begin
        axi_awready <= 1'b0;
    end else begin
        if (axi_awready == 1'b0 && S_AXI_AWVALID == 1'b1 && S_AXI_WVALID == 1'b1) begin
            axi_awready <= 1'b1;
        end else begin
            axi_awready <= 1'b0;
        end
    end
end
always @(posedge S_AXI_ACLK) begin
    if (!S_AXI_ARESETN) begin
        axi_awaddr <= 16'b0;
    end else begin
        if (axi_awready == 1'b0 && S_AXI_AWVALID == 1'b1 && S_AXI_WVALID == 1'b1) begin
            axi_awaddr <= S_AXI_AWADDR;  
        end
    end
end
always @(posedge S_AXI_ACLK) begin
    if (!S_AXI_ARESETN) begin
        axi_wready <= 1'b0;
    end else begin
        if (axi_wready == 1'b0 && S_AXI_WVALID == 1'b1 && S_AXI_AWVALID == 1'b1) begin
            axi_wready <= 1'b1;
        end else begin
            axi_wready <= 1'b0;
        end
    end
end
assign slv_reg_wren = axi_wready && S_AXI_WVALID && axi_awready && S_AXI_AWVALID;
assign reg_wr = slv_reg_wren;           
assign reg_waddr = axi_awaddr;          
assign reg_wdata = S_AXI_WDATA;         
always @(posedge S_AXI_ACLK) begin
    if (!S_AXI_ARESETN) begin
        axi_bvalid <= 1'b0;
        axi_bresp <= 2'b00;   
    end else begin
        if (axi_awready == 1'b1 && S_AXI_AWVALID == 1'b1 && axi_wready == 1'b1 && S_AXI_WVALID == 1'b1 && axi_bvalid == 1'b0) begin
            axi_bvalid <= 1'b1;
            axi_bresp <= 2'b00;  
        end
        else if (S_AXI_BREADY == 1'b1 && axi_bvalid == 1'b1) begin
            axi_bvalid <= 1'b0;
        end
    end
end
always @(posedge S_AXI_ACLK) begin
    if (!S_AXI_ARESETN) begin
        axi_arready <= 1'b0;
        axi_araddr <= 16'b1;
    end else begin
        if (axi_arready == 1'b0 && S_AXI_ARVALID == 1'b1) begin
            axi_arready <= 1'b1;
            axi_araddr <= S_AXI_ARADDR;
        end else begin
            axi_arready <= 1'b0;
        end
    end
end
always @(posedge S_AXI_ACLK) begin
    if (!S_AXI_ARESETN) begin
        axi_rvalid <= 1'b0;
        axi_rresp <= 2'b00;
    end else begin
        if (axi_arready == 1'b1 && S_AXI_ARVALID == 1'b1 && axi_rvalid == 1'b0) begin
            axi_rvalid <= 1'b1;
            axi_rresp <= 2'b00;  
        end
        else if (axi_rvalid == 1'b1 && S_AXI_RREADY == 1'b1) begin
            axi_rvalid <= 1'b0;
        end
    end
end
assign slv_reg_rden = axi_arready && S_AXI_ARVALID && !axi_rvalid;
assign reg_rd = slv_reg_rden;           
assign reg_raddr = axi_araddr;          
assign axi_rdata = reg_rdata;           
endmodule
==> flow_summary_export.csv <==
group,metric,value,unit
status,outcome,"completed",
final_timing,period_needed,2.23,ns
final_timing,finalCritPeriodShare,85.9,%
drt,vias_per_cell,3.61,
drt,antenna_cells,0,
power_and_ir_drop,power_density,550,nW/um^2
finish,final_area,2410,um^2
power_and_ir_drop,vdd_drop_max,0.258,mV
worst_setup_path,crit_arrival,1.71,ns
final_timing,final_hold_viol_count,0,
worst_setup_path,crit_slowest_cell,"clkdlybuf4s50_1",
floorplan,rows,38,
clock_tree,cts_resized,0,
drt,drc,0,
min_path,hp-class,"register to register",
yosys,ys_cells,230,
floorplan,die.size.y,125,um
drt,first_pass_iters,4,
worst_setup_path,worstPathCellList,"clkdlybuf4s50_1 -> and4_1 -> clkdlybuf4s50_1",
yosys,yosys_warnings,17,
yosys,netlist_area,1910,um^2
drt,highest_layer,"met4",
worst_setup_path,criticalPathCategory,"input port to output pin",
run,cap_violations,0,
clock_tree,cts-buffers-inserted,5,
worst_setup_path,crit_fanout,3,
place,place_area,2290,um^2
floorplan,die-area,15600,um^2
final_timing,setup_viol,0,
clock_tree,root_buffer,"clkbuf_8",
place,gp_congestion,0.758,
clock_tree,clkLatencyLatePin,0.28,ns
place,place_ws,0.372,ns
worst_setup_path,crit_top_cell,"clkdlybuf4s50_1",
global_route,grt-ovfl-total,0,
global_route,antenna_found_initial,0,
clock_tree,cts_tree,"built",
worst_setup_path,slowest_delay,0.50,ns
worst_setup_path,cp-end-kind,"output pin",
drt,post_drt_wl_per_cell,12.4,um
drt,wl_met2,2.29,mm
clock_tree,cts_buffer_depth,2,
final_timing,skew,0.00326,ns
final_timing,relSlewSlack,50.6,%
floorplan,pin_count,220,
final_timing,final.setup.worst_slack,0.368,ns
global_route,grt_pass1_vias,1285,
drt,antenna_left,0,
worst_setup_path,worst-path-buf-inv,2,
worst_setup_path,cp_top_family,"buffers and inverters",
drt,vias,1375,
floorplan,initCoreUtil,17.6,%
worst_setup_path,worstSetupStartpointType,"input port",
worst_setup_path,worstPathRequired,2.08,ns
place,hpwl,3.52,mm
global_route,grt_max_degree,35,
floorplan,die_x,125,um
final_timing,max_freq,448,MHz
yosys,syn_inst,230,
drt,drt_iter0_drc,39,
final_timing,worst_pin_slew,0.741,ns
clock_tree,cts.sinks,37,
global_route,grt_pass1_wl,7.01,mm
floorplan,fp.coreArea,10800,um^2
finish,layout-drive-gt1-share,12.4,%
power_and_ir_drop,power.leakage,0.851,nW
clock_tree,htree_levels,2,
place,io_buffers,77,
final_timing,rsz0062_at_grt,"false",
drt,wl_met3,317,um
clock_tree,path_clk_slew,0.08,ns
clock_tree,post_cts_buffers,0,
yosys,ys_area,1910,um^2
yosys,synth_flops,37,
yosys,syn_avg_cell_area,8.31,um^2
final_timing,setup_tns,0,ns
final_timing,slew_viol_final,0,
run,tool_warnings,35,
clock_tree,cts_hold_buf,0,
yosys,synth_seq_share,38.7,%
global_route,grtUsageTotal,5.39,%
yosys,synth.distinct_cells,21,
finish,syn_to_final_growth,26.0,%
drt,drt_wl_total,4.71,mm
drt,wl_met1,2.02,mm
-- flip-flops by register name (all words and copies together) (netlist names) --
name and cells:
axi_arready 1, axi_bvalid 1, axi_araddr 16, axi_rvalid 1, axi_wready 1, axi_awaddr 16
axi_awready 1
-- per-layer routing --
layer	track usage, %	vias to the layer above
met1	6.66	635
li1	-	681
met5	0	-
met3	1.76	6
met2	8.92	53
met4	1.29	0
-- Yosys cell counts --
cell type	count	share of area, %
and4_1	1	0.46
buf_12	1	1.0
a21oi_2	9	4.1
buf_4	71	28
nand2_1	40	7.9
inv_2	1	0.20
nand3_1	17	4.5
nand2b_1	3	0.98
buf_6	1	0.59
a21oi_1	7	1.8
nor2_1	3	0.59
nor3_1	1	0.26
conb_1	1	0.20
o21ai_1	16	4.2
dfxtp_1	37	39
nand2_2	10	3.3
buf_2	7	1.8
nand3b_1	1	0.39
nor2b_1	1	0.33
and2b_1	1	0.39
o21a_1	1	0.39
-- cell type report --
cell class / instances / area (um^2)
clock inverters: 1 / 30.0
clock buffers: 7 / 86.3
repair buffers: 80 / 793
inverters: 1 / 3.75
fillers: 1184 / 8430
well taps: 140 / 175
multi-input cells: 115 / 579
flip-flops and latches: 37 / 741
-- power breakdown --
part / switching, W / total [W] / internal (W)
combinational: 0.0000707 / 0.000193 / 0.000123
clock: 0.000208 / 0.000521 / 0.000313
sequential: 0.0000141 / 0.000610 / 0.000596
total: 0.000293 / 0.00132 / 0.00103
-- final timing paths --
| path | start | depth (start not counted) | slack [ns] | end |
|---|---|---|---|---|
| worst max register to register | axi_arready | 3 | 1.22 | axi_araddr[12] |
| worst max-delay path | S_AXI_WVALID | 3 | 0.37 | reg_wr |
| worst min register to register | axi_wready | 1 | 0.44 | axi_wready |
| worst min-delay path | axi_wready | 1 | 0.44 | axi_wready |
-- metrics by stage --
step / power [W] / cells / hold WS, ns / utilization (%)
6_report: 0.00132 / 381 / 0.436 / 22.2
2_1_floorplan: 0.000756 / 233 / 0.390 / -
3_5_place_dp: 0.000822 / 373 / 0.430 / 21.1
3_3_place_gp: 0.000820 / 373 / 0.427 / 21.1
4_1_cts: 0.00137 / 381 / 0.441 / 22.2
5_1_grt: 0.00140 / 381 / 0.453 / 22.2
-- layout by cell type (no fill, tap or decap), drive strengths merged --
cell type,instances
nor2b,1
inv,1
and2b,1
nand2b,3
conb,4
bufinv,1
nand3b,1
dfxtp,37
buf,3
nand2,50
nor2,3
clkdlybuf4s50,77
nor3,1
o21a,1
o21ai,16
clkbuf,7
and4,1
nand3,17
a21oi,16
-- logic make-up after synthesis --
group / share of synthesized area [%]
buf+inv: 31.5
flops: 38.7
compound gates: 10.5
simple gates: 19.0
other cells: 0.196
No activity file was given, so power comes from the tool's default toggle rates.
