`flow/design.v`:
```
module S00_AXIS_Itf (
    input wire S_AXIS_ACLK,         
    input wire S_AXIS_ARESETN,      
    output reg S_AXIS_TREADY,       
    input wire S_AXIS_TDATA,        
    input wire S_AXIS_TLAST,        
    input wire S_AXIS_TVALID,       
    output reg RAM_WEN,             
    output reg RAM_WADDR,           
    output reg RAM_WDATA,           
    output reg debug_state
);
reg [3:0] decode_state;
reg S_AXIS_TREADY_t;
reg [9:0] write_count;
reg RAM_WEN_t;
reg [9:0] RAM_WADDR_t;
reg count_en;
reg [15:0] clk_count;
typedef enum {s0, s1} state_type;
state_type state;
always @(posedge S_AXIS_ACLK) begin
    if (!S_AXIS_ARESETN) begin
        S_AXIS_TREADY_t <= 1'b0;
        write_count <= 10'd0;
        state <= s0;
    end else begin
        case (state)
            s0: begin   
                S_AXIS_TREADY_t <= 1'b0;
                write_count <= 10'd0;
                if (S_AXIS_TVALID) begin
                    S_AXIS_TREADY_t <= 1'b1;
                    state <= s1;
                end
            end
            s1: begin   
                S_AXIS_TREADY_t <= 1'b1;
                if (S_AXIS_TVALID) begin
                    if (S_AXIS_TLAST) begin
                        state <= s0;
                    end
                    if (write_count < 10'd1024) begin
                        write_count <= write_count + 10'd1;
                    end
                end
            end
            default: begin
                state <= s0;
            end
        endcase
    end
end
assign S_AXIS_TREADY = S_AXIS_TREADY_t;
always @(posedge S_AXIS_ACLK) begin
    if (!S_AXIS_ARESETN) begin
        RAM_WEN_t <= 1'b0;
        RAM_WADDR_t <= 10'b0;
        RAM_WDATA <= 32'h00000000;
    end else begin
        RAM_WEN_t <= 1'b0;
        RAM_WADDR_t <= 10'b0;
        RAM_WDATA <= 32'h00000000;
        if (S_AXIS_TVALID && S_AXIS_TREADY_t && write_count < 10'd1024) begin
            RAM_WEN_t <= 1'b1;
            RAM_WADDR_t <= write_count;  
            RAM_WDATA <= S_AXIS_TDATA;   
        end
    end
end
assign RAM_WEN = RAM_WEN_t;
assign RAM_WADDR = RAM_WADDR_t;
always @(*) begin
    decode_state = 4'b0000;
    case (state)
        s0: decode_state = 4'b0000;
        s1: decode_state = 4'b0001;
        default: decode_state = 4'b1111;
    endcase
end
assign debug_state[31:28] = decode_state;
assign debug_state[27:24] = 4'b0000;
assign debug_state[23:16] = 8'h00;
assign debug_state[15:0] = clk_count;
always @(posedge S_AXIS_ACLK) begin
    if (!S_AXIS_ARESETN) begin
        count_en <= 1'b0;
        clk_count <= 16'h0000;
    end else begin
        if (RAM_WEN_t && (RAM_WADDR_t == 10'd0)) begin
            clk_count <= 16'h0001;
            count_en <= 1'b1;
        end
        if (RAM_WEN_t && (RAM_WADDR_t == 10'd1023)) begin
            count_en <= 1'b0;
        end
        if (count_en) begin
            clk_count <= clk_count + 16'd1;
        end
    end
end
endmodule
```
`flow/run.sh`:
```
#!/bin/bash
# OpenROAD 26Q1-2900-gdf79404cd8, Yosys 0.63+post, stock flow scripts
make -C /OpenROAD-flow-scripts/flow DESIGN_CONFIG=/design/flow/config.mk WORK_HOME=/design/flow/orfs finish
```
`flow/config.mk`:
```
export PLATFORM = sky130hd
export DESIGN_NAME = S00_AXIS_Itf
export DESIGN_NICKNAME = S00_AXIS_Itf
export VERILOG_FILES = /design/flow/design.v
export SDC_FILE = /design/flow/constraint.sdc
export NUM_CORES = 4
export LEC_CHECK = 1
export CORE_AREA = 10 10 70 70
export DIE_AREA = 0 0 80 80
```
`flow/constraint.sdc`:
```
current_design S00_AXIS_Itf

set clk_period 1.8
set clk_io_pct 0.2

create_clock -name clk0 -period $clk_period [get_ports {S_AXIS_ACLK}]

set non_clock_inputs [all_inputs -no_clocks]
set_input_delay [expr $clk_period * $clk_io_pct] -clock clk0 $non_clock_inputs
set_output_delay [expr $clk_period * $clk_io_pct] -clock clk0 [all_outputs]
```
==> metrics.yaml <==
outcome:
  outcome: "completed"
synthesis:
  synthesis.area_um2: 143.9
  post_synth_and_or_nand_nor_area_fraction: 0.03478
  synth-cells-yosys: 15
  yosys-stat-area_um2: 143.9
  topCombFamilyByArea: "buffers and inverters"
  postSynthSeqShare: 0.4174
  post_synth_main_area_contributors: "sky130_fd_sc_hd__dfxtp_1 42%, sky130_fd_sc_hd__buf_4 21%, sky130_fd_sc_hd__mux2_4 10%, sky130_fd_sc_hd__o211ai_1 5.2%, sky130_fd_sc_hd__o21a_1 5.2%"
  ys_types: 10
  netlist.area_leader.share: 0.4174
  yosys-mux-area-fraction: 0.1043
  syn-mean-instance-area_um2: 9.593
  xor_area_frac: 0
  post_synth_inst_count: 15
  post_synth_ao_oa_area_fraction: 0.1826
  synth.largest_area_cell: "sky130_fd_sc_hd__dfxtp_1"
  synth_adder_area_share: 0
  synth_flops: 3
  synth-warning-count: 18
power_and_ir_drop:
  p_per_area_nw_per_um2: 874.6
  ir_drop_uv: 80.36
  total_leakage_power_nw: 0.09145
  fin_total_pwr_mw: 0.2178
finish:
  layout_top_cells_excl_fill_tap: "4 x sky130_fd_sc_hd__conb_1, 4 x sky130_fd_sc_hd__clkdlybuf4s50_1, 3 x sky130_fd_sc_hd__dfxtp_1, 3 x sky130_fd_sc_hd__clkbuf_4"
  layout-drive-gt1-share: 0.1818
  fill_count: 408
  areaGrowthSynthToFinish_pct: 73.04
clock_network:
  number_of_buffers_added_for_setup_after_cts: 0
  cts_tree: "built"
  holdBufCountCts: 0
  clock-root-buffer: "sky130_fd_sc_hd__clkbuf_4"
  cts.htree.levels: 1
  clock_sink_count: 3
  cts_resized: 0
  clk_transition_reported_paths_ns: 0.04
  clock_latency_ns: 0.23
  clk_path_buf_depth: 2
  number_of_buffers_added_by_the_clock_tree_synthesis_step: 3
placement:
  place_worst_setup_slack_ns: 0.3979
  dp_hpwl_um: 353
  io_buffers: 4
  gp_routability_congestion: 0.6031
sta:
  timing.final.crit_share: 0.7702
  total_setup_violations_reported_at_the_end_of_the_flow: 0
  final_critical_path_setup_slack_ns: 0.4136
  fmax_mhz: 721.3
  fin_skew_ns: 0.004474
  layout_min_cycle_time_ns: 1.386
  slew_viol_final: 0
  report.final.hold_viol_count: 0
  setup_tns_ns: 0
  unrepaired_setup_endpoints_after_global_routing: "false"
detailed_routing:
  post_drt_wl_per_cell_um: 6.176
  remaining_drc_errors: 0
  firstDrtPassIters: 4
  antenna_violating_nets_post_route: 0
  route.final.wire_length_um: 420
  initialDrtViolationCount: 11
  number_of_antenna_repair_diodes: 0
  vias: 119
  route.detailed.vias_per_inst: 1.750
critical_path:
  critPathCaptureType: "primary output"
  critical_path.cell_chain: "clkdlybuf4s50_1"
  critical_path.max_stage_delay_ns: 0.48
  worst_ep_required_time_ns: 1.44
  worstSetupStartpointType: "flop"
  timing_worst_setup_path_type: "flop to primary output"
  critical-path-slowest-cell: "sky130_fd_sc_hd__clkdlybuf4s50_1"
  critical_path.top_delay_family: "buffers and inverters"
  rrSetupSlack_ns: 0.88
  critical_path.n_buffers_inverters: 1
  worstPathArrival_ns: 1.03
  critPathMaxFanout: 2
grt:
  gr-total-overflow: 0
  grt_first_pass_wirelength_um: 607
  grtUsageTotal: 0.01342
  grt_max_degree: 6
  grt_antenna_before_repair: 0
  first_global_vias: 136
floorplanning:
  chipArea_um2: 6400
  placementRows: 21
  design.core.area_um2: 3416
  num_io_pins: 10
  floorplan.initialDensity: 0.04212
  die_width_um: 80
  die_height_um: 80
hold_path:
  hold_path.class: "flop to flop"
run:
  max_cap_violations: 0
  warning_count: 26
==> logic make-up (layout without fill, tap and decap cells) <==
group / Yosys count / after routing
buf+inv: 5 / 9
flops: 3 / 3
simple gates: 1 / 1
compound gates: 4 / 4
mux: 1 / 1
other cells: 1 / 4
==> path summary, 6_finish.rpt <==
path / depth (start not counted) / to / from
hold reg to reg: 1 / S_AXIS_TREADY_t$_SDFFE_PN0P_ / state[1]$_DFF_P_
setup / recovery: 1 / S_AXIS_TREADY / S_AXIS_TREADY_t$_SDFFE_PN0P_
setup reg to reg: 2 / S_AXIS_TREADY_t$_SDFFE_PN0P_ / state[0]$_DFF_P_
hold / removal: 1 / S_AXIS_TREADY_t$_SDFFE_PN0P_ / state[1]$_DFF_P_
==> state kept, by name, summed over array words and instances (netlist names) <==
register,count
S_AXIS_TREADY_t,1
state,2
==> cells in the mapped netlist <==
cell type,count
sky130_fd_sc_hd__nand3_1,1
sky130_fd_sc_hd__o21a_1,1
sky130_fd_sc_hd__o21ai_0,1
sky130_fd_sc_hd__buf_4,4
sky130_fd_sc_hd__dfxtp_1,3
sky130_fd_sc_hd__o211ai_1,1
sky130_fd_sc_hd__a31oi_1,1
sky130_fd_sc_hd__inv_1,1
sky130_fd_sc_hd__mux2_4,1
sky130_fd_sc_hd__conb_1,1
==> stage by stage <==
stage	cells	cell area, µm²	hold WS (ns)	utilization
3_3_place_gp	64	222.7	0.4692	0.06520
5_1_grt	68	249.0	0.5274	0.07289
6_report	68	249.0	0.5066	0.07289
2_1_floorplan	18	155.1	0.4489	-
4_1_cts	68	249.0	0.4998	0.07289
3_5_place_dp	64	222.7	0.4893	0.06520
==> where the power goes <==
group / total, mW / switching, mW / internal (mW)
registers: 0.0761 / 0.00360 / 0.0725
clock network: 0.118 / 0.0353 / 0.0831
logic: 0.0232 / 0.00761 / 0.0156
total: 0.218 / 0.0465 / 0.171
==> final cells by class <==
type	instances	area (µm²)	area share
tap	46	57.56	0.2312
sequential	3	60.06	0.2412
timing repair buffer	4	40.04	0.1608
inverter	1	3.754	0.01508
clock buffer	4	26.28	0.1055
multi-input combinational	10	61.31	0.2462
==> routing by layer <==
layer	vias to the layer above	share of wire	global-route usage
met2	5	0.50	0.01846
met5	-	0	0
met1	57	0.37	0.01194
met3	0	0.12	0.01591
met4	0	0	0.005282
li1	57	-	-
Power and IR drop assume default switching activity.
