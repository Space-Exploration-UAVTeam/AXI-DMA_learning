<file path="flow/config.mk">
export PLATFORM = sky130hd
export DESIGN_NAME = M00_AXIS_Itf
export DESIGN_NICKNAME = M00_AXIS_Itf
export VERILOG_FILES = /design/flow/design.v
export SDC_FILE = /design/flow/constraint.sdc
export NUM_CORES = 4
export LEC_CHECK = 1
export CORE_UTILIZATION = 50
</file>
<file path="flow/constraint.sdc">
current_design M00_AXIS_Itf

set clk_period 4.6
set clk_io_pct 0.2

create_clock -name clk0 -period $clk_period [get_ports {M_AXIS_ACLK}]

set non_clock_inputs [all_inputs -no_clocks]
set_input_delay [expr $clk_period * $clk_io_pct] -clock clk0 $non_clock_inputs
set_output_delay [expr $clk_period * $clk_io_pct] -clock clk0 [all_outputs]
</file>
<file path="flow/design.v">
module M00_AXIS_Itf (
    input wire M_AXIS_ACLK,         
    input wire M_AXIS_ARESETN,      
    output reg M_AXIS_TVALID,       
    output reg [31:0] M_AXIS_TDATA, 
    output reg M_AXIS_TLAST,        
    input wire M_AXIS_TREADY,       
    input wire tx_req,              
    output reg tx_ack,              
    output reg [9:0] RAM_RADDR,     
    input wire [31:0] RAM_RDATA,    
    output wire [31:0] debug_state
);
localparam [2:0] 
    s0 = 3'd0, 
    s1 = 3'd1, 
    s2 = 3'd2, 
    s3 = 3'd3, 
    s4 = 3'd4;
reg [2:0] state;                   
reg [3:0] decode_state;            
reg last_TREADY;                   
reg [31:0] last_RAM_RDATA;         
reg [9:0] RAM_RADDR_t;             
reg [9:0] tx_count;                
reg tx_ack_t;                      
reg last_tx_ack_t;
reg [15:0] clk_count;
assign RAM_RADDR = RAM_RADDR_t;
assign tx_ack = tx_ack_t;
always @(posedge M_AXIS_ACLK) begin
    if (!M_AXIS_ARESETN) begin
        M_AXIS_TVALID <= 1'b0;
        M_AXIS_TLAST <= 1'b0;
        M_AXIS_TDATA <= 32'b0;
        tx_count <= 10'd0;
        tx_ack_t <= 1'b0;
        last_TREADY <= 1'b1;
        RAM_RADDR_t <= 10'b0;
        last_RAM_RDATA <= 32'h00000000;
        state <= s0;
    end 
    else begin
        case (state)
            s0: begin   
                M_AXIS_TVALID <= 1'b0;
                M_AXIS_TLAST <= 1'b0;
                M_AXIS_TDATA <= 32'b0;
                tx_ack_t <= 1'b0;
                last_TREADY <= 1'b1;
                RAM_RADDR_t <= 10'b0;
                last_RAM_RDATA <= 32'h00000000;
                tx_count <= 10'd0;
                if (tx_req) begin
                    tx_ack_t <= 1'b1;
                    RAM_RADDR_t <= RAM_RADDR_t + 10'd1;
                    state <= s1;
                end
            end
            s1: begin   
                last_TREADY <= 1'b1;
                M_AXIS_TVALID <= 1'b1;
                M_AXIS_TDATA <= RAM_RDATA;
                tx_count <= 10'd1;
                RAM_RADDR_t <= RAM_RADDR_t + 10'd1;
                state <= s2;
            end
            s2: begin   
                last_TREADY <= M_AXIS_TREADY;
                M_AXIS_TVALID <= 1'b1;
                if (M_AXIS_TREADY) begin
                    tx_count <= tx_count + 10'd1;
                    RAM_RADDR_t <= RAM_RADDR_t + 10'd1;
                    if (!last_TREADY) begin
                        M_AXIS_TDATA <= last_RAM_RDATA;
                    end else begin
                        M_AXIS_TDATA <= RAM_RDATA;
                    end
                    if (tx_count == 10'd1023) begin
                        M_AXIS_TLAST <= 1'b1;
                        state <= s3;
                    end
                end else begin
                    if (last_TREADY) begin
                        last_RAM_RDATA <= RAM_RDATA;
                    end
                end
            end
            s3: begin   
                if (M_AXIS_TREADY) begin
                    M_AXIS_TVALID <= 1'b0;
                    M_AXIS_TLAST <= 1'b0;
                    state <= s4;
                end
            end
            s4: begin   
                tx_ack_t <= 1'b0;
                if (!tx_req) begin
                    state <= s0;
                end
            end
            default: state <= s0;
        endcase
    end
end
always @(*) begin
    decode_state = 4'b0000;
    case (state)
        s0: decode_state = 4'b0000;
        s1: decode_state = 4'b0001;
        s2: decode_state = 4'b0010;
        s3: decode_state = 4'b0011;
        s4: decode_state = 4'b0100;
        default: decode_state = 4'b1111;
    endcase
end
assign debug_state[31:28] = decode_state;
assign debug_state[27:24] = {2'b00, tx_ack_t, tx_req};
assign debug_state[23:16] = 8'h00;
assign debug_state[15:0] = clk_count;
always @(posedge M_AXIS_ACLK) begin
    if (!M_AXIS_ARESETN) begin
        last_tx_ack_t <= 1'b0;
        clk_count <= 16'h0000;
    end else begin
        last_tx_ack_t <= tx_ack_t;
        if (!last_tx_ack_t && tx_ack_t) begin
            clk_count <= 16'h0001;
        end else if (tx_ack_t) begin
            clk_count <= clk_count + 16'd1;
        end
    end
end
endmodule
</file>
<file path="flow/run.sh">
#!/bin/bash
# OpenROAD 26Q1-2900-gdf79404cd8, Yosys 0.63+post, stock flow scripts
make -C /OpenROAD-flow-scripts/flow DESIGN_CONFIG=/design/flow/config.mk WORK_HOME=/design/flow/orfs finish
</file>
==> deck_impl_summary.md <==
Flow Results at a Glance

Detailed routing
  – Number of design rule violations left after detail routing: 0
  – Drt total wl: around 11000 um
  – TritonRoute pass-1 iters: 4
  – Final antenna-violating net count: 0
  – Ratio of routed vias to standard cells: roughly 5.5
  – Met1 WL: 5220 um
  – Met2 routed wirelength: about 5100 um
  – Via count: about 4.3k
  – Initial DRC count: approximately 140
  – WL per Instance: 14.2 um
  – Routed length on met3: between 500 and 600 um
  – DR top layer: met4
  – Ant diodes: 0

Worst hold path
  – Path category of the worst min-delay check: reg -> reg

Clock tree
  – Clock buffer count from CTS: 9
  – CTS tree: yes
  – Later-pin clock latency in the skew report: 0.36 ns
  – Number of setup buffers added after CTS: 0
  – Post-CTS resize count: 0
  – CTS hold repair buffers: 0
  – CTS clock-pin slew for the worst setup and hold paths: about 0.090 ns
  – TritonCTS sink count: between 100 and 150
  – Clock buffer depth: 2
  – Number of levels the H-tree was split into: 3
  – CTS root buffer: clkbuf_8

Yosys
  – Number of synthesis warnings: 3
  – Synthesized area: slightly above 5000 um^2
  – Avg Inst Size Synth: between 9 and 10 um^2
  – Yosys top cell by area: dfxtp_1
  – Leading post-synthesis cells by cell area: dfxtp_1, a22oi_1, mux2_2
  – Area share, top type: 43.7%
  – YS chip area: roughly 5000 um^2
  – Async S/R FF share, synth: 0%
  – Synthesized instance count: between 500 and 600
  – Top FF cell, synth: dfxtp_1
  – Seq cells post-synth: approximately 110
  – Yosys stat cell total: approximately 560
  – Cell variety after synth: around 51
  – Count of library flops with an enable pin: 0
  – Post-synthesis sequential area ratio: 43.7%

Placed design
  – DP HPWL: ~7100 um
  – Final weighted congestion of routability-driven global placement: roughly 0.8
  – Port Buffers: about 100
  – Worst slack at placement: 1.18 ns

Power
  – Power per standard cell area: roughly 290 nW/um^2
  – VDD IR max: around 0.17 mV
  – Cell leakage power: between 2 and 2.5 nW

Cells and area
  – Ratio of cells with drive above 1 in the final layout: between 10% and 20%
  – Most common logic cell in the routed design: dfxtp_1
  – Multi-input gate area: ~2600 um^2
  – Number of fill cells in the layout: roughly 810
  – Highest-count cells in the layout ignoring fill and taps: dfxtp_1, clkdlybuf4s50_1, nor2_1
  – Layout overhead on the synthesized area: 23.4%
  – Storage element area: ~2200 um^2

STA
  – Total count of max-transition violations in the final report: 0
  – Setup repair after global routing missed its margin: false
  – Period utilization: a little over two thirds
  – Layout Skew: between 0.006 and 0.007 ns
  – Worst-Margin Slew: 0.914 ns
  – Post-route worst setup slack: around 1.4 ns
  – Number of hold-slack violations in the final timing report: 0
  – Total Negative Setup Slacks: 0 ns
  – Clock period minus worst slack: around 3.2 ns
  – Total setup violations reported at the end of the flow: 0
  – Relative slew slack: between 30% and 40%
  – Peak clock frequency supported by timing: 0.311 GHz

Global route
  – Global-route wire length before repair: between 15000 and 20000 um
  – Pin count of the biggest net entering global routing: 77
  – Initial antenna violation count: 0
  – Remaining global-route overflow: 0
  – GRT Overall Usage: a little over a fifth
  – Vias in the first global route: 3744

Run
  – Number of max-capacitance violations reported: 0
  – Number of warnings the tools reported: 26

Worst setup path
  – Crit path DRT: ~3.7 ns
  – Endpoint type of the worst setup path: primary output
  – Kind of critical path: reg -> out
  – Data arrival, critical path: about 2.3 ns
  – Critical Path Source Type: flop
  – Peak fanout along the critical path: 25

Outcome
  – Result of the run: finished clean

Floorplanning
  – Die outline height: 102 um
  – Die Width: between 100 and 150 um
  – Rows: 36
  – Total die size: 10500 um^2
  – Core region area: around 10000 um^2
  – Number of ports placed on the die boundary: about 110
  – Fraction of the core area occupied by cells at floorplan: 51.5%
## final cells by class
class | instances | share of cell area [%]
sequential | 110 | 35.5
clock buffer | 10 | 2.21
multi-input combinational | 394 | 41.3
inverter | 10 | 0.604
clock inverter | 4 | 0.402
timing repair buffer | 110 | 17.4
tap | 133 | 2.68
## routing by layer
metal / vias up / track usage, %
met5: - / 0
met4: 0 / 2.31
met3: 6 / 2.85
met2: 101 / 34.4
met1: 1994 / 33.5
li1: 2169 / -
## Yosys cell counts, drive strengths merged (9+ instances only)
library cell and instances:
dfxtp 110, nor2 93, a22oi 60, mux2 39
a211oi 33, buf 32, a21oi 23, clkbuf 21
nand2 17, o21ai 17, nand3 15, inv 10
or3 9, xnor2 9
## registers in the layout, summed over array words and instances (netlist names)
name and cells:
clk_count 16, last_TREADY 1, RAM_RADDR_t 10, state 5, tx_count 10, M_AXIS_TLAST 1, M_AXIS_TVALID 1, last_tx_ack_t 1
last_RAM_RDATA 32, tx_ack_t 1, M_AXIS_TDATA 32
## cells by family after synthesis
family / synth area share, %
simple gates: 17.5
compound gates: 19.7
flops: 43.7
buf+inv: 6.21
mux: 9.11
xor+xnor: 2.96
fa+ha+maj: 0.745
other cells: 0.0744
## worst paths after layout
check                              startpoint         endpoint  slack, ns  depth (start not counted)
worst max-delay path                 state[3]  debug_state[30]       1.39                          5
worst min-delay path            last_tx_ack_t     clk_count[0]       0.46                          1
worst max register to register       state[3]  M_AXIS_TDATA[7]       2.20                          5
worst min register to register  last_tx_ack_t     clk_count[0]       0.46                          1
## per-stage QoR
stage	std cells	instance area, um^2	hold slack [ns]	power (mW)	util (%)
floorplan	567	5070	0.426	1.20	-
global placement	757	6050	0.433	1.33	61.9
detailed placement	757	6050	0.444	1.33	61.9
CTS	771	6220	0.459	1.84	63.6
global route	771	6220	0.475	1.92	63.6
finish	771	6220	0.455	1.83	63.6
## worst max-delay path, stage by stage (launching register included)
cell and delay (ns):
dfxtp_1 0.73, buf_4 0.40, inv_1 0.11, nand2_1 0.18
o31ai_1 0.08, clkdlybuf4s50_1 0.42
## power breakdown
group	internal (mW)	leakage [nW]	switching, mW	total (mW)
clock network	0.205	0.0800	0.316	0.520
registers	0.990	0.895	0.0364	1.03
logic	0.156	1.19	0.125	0.281
total	1.35	2.16	0.478	1.83
No activity file was given, so power comes from the tool's default toggle rates.
